==> flow/run.sh <==
#!/bin/bash
# OpenROAD 26Q1-2900-gdf79404cd8, Yosys 0.63+post, stock flow scripts
make -C /OpenROAD-flow-scripts/flow DESIGN_CONFIG=/design/flow/config.mk WORK_HOME=/design/flow/orfs finish
==> flow/config.mk <==
export PLATFORM = sky130hd
export DESIGN_NAME = apb_interface
export DESIGN_NICKNAME = apb_interface
export VERILOG_FILES = /design/flow/design.v
export SDC_FILE = /design/flow/constraint.sdc
export NUM_CORES = 4
export LEC_CHECK = 1
export CORE_UTILIZATION = 30
==> flow/constraint.sdc <==
current_design apb_interface

set clk_period 2.9
set clk_io_pct 0.2

create_clock -name clk0 -period $clk_period [get_ports {clk}]

set non_clock_inputs [all_inputs -no_clocks]
set_input_delay [expr $clk_period * $clk_io_pct] -clock clk0 $non_clock_inputs
set_output_delay [expr $clk_period * $clk_io_pct] -clock clk0 [all_outputs]
==> flow/design.v <==
module Reg #(WIDTH = 1, RESET_VAL = 0) (
  input clk,
  input rst_n,
  input [WIDTH-1:0] din,
  output reg [WIDTH-1:0] dout,
  input wen
);
  always @(posedge clk or negedge rst_n) begin
    if (!rst_n) dout <= RESET_VAL;
    else if (wen) dout <= din;
  end
endmodule
module apb_interface(
input   clk,
input   rst_n,
input   pclk,
output  read_valid,
input   pwrite,
input   penable,
input   [31:0] paddr,
input   psel,
output  pready,
output  [31:0] prdata,
input   [31:0] prdata_valid,
input   read_done,
output  [23:0] paddr_valid
);
wire apb_negedge ;
wire apb_posedge ;
wire apb_last_clock ;
wire apb_addr_valid ;
assign apb_addr_valid = (paddr[31:24]==8'b0) ;
localparam IDLE = 2'b00 ;
localparam WAIT = 2'b01 ;
localparam BACK = 2'b10 ;
localparam KEEP = 2'b11 ;
wire [1:0] state ;
wire [1:0] next_state ;
assign next_state = (state==IDLE && read_valid && apb_addr_valid) ? WAIT :
                    (state==WAIT && read_done)  ? BACK :
                    (state==BACK && apb_posedge)? KEEP :
                    (state==KEEP && apb_negedge)? IDLE :
                    state ; 
Reg #(2,2'b00) inst_state (clk,rst_n,next_state,state,1'b1) ;
Reg #(1,1'b0) inst_apb_last_clock (clk,rst_n,pclk,apb_last_clock,1'b1) ;
assign apb_negedge = (apb_last_clock==1'b1) && (pclk==1'b0) ;
assign apb_posedge = (apb_last_clock==1'b0) && (pclk==1'b1) ;
assign read_valid  = apb_negedge && psel && !pwrite && penable && (state==IDLE) ;
Reg #(24,24'b0) inst_addr_valid (clk,rst_n,paddr[23:0],paddr_valid,read_valid) ;
Reg #(32,32'b0) inst_prdata (clk,rst_n,prdata_valid,prdata,read_done) ;
assign pready = (state==BACK) || (state==KEEP) ;
endmodule
==> flow_summary.json <==
{
  "status": "complete, no violations",
  "top_area_cell": "dfrtp_1",
  "p_comb_share_pct": 14.0,
  "finalHoldViolCount": 0,
  "max_freq_ghz": 0.410,
  "finalSetupViolCount": 0,
  "ys_seq_share_pct": 64.2,
  "top_cell_area_share_pct": 63.1,
  "dp_hpwl_um": 3550,
  "layout.cells.most_common": "clkdlybuf4s50_1",
  "aoi_share_pct": 1.89,
  "mux_share_pct": 26.5,
  "cap_violations": 0,
  "seqPwrFrac_pct": 50.5,
  "drive_above_1_share_pct": 28.3,
  "post_dp_cell_area_um2": 3780,
  "area.growth.synth_to_final_pct": 65.6,
  "critPathKind": "input port to output port",
  "clkTransAtPathRegs_ns": 0.06,
  "grt_pass1_vias": 1794,
  "worstRegToRegCells": 4,
  "slowest_delay_ns": 0.50,
  "critPathCaptureType": "output port",
  "yosysChipArea_um2": 2380,
  "gp_congestion": 0.764,
  "hp-class": "input port to asynchronous set/reset pin",
  "core-area_um2": 7690,
  "fin_crit_ns": 2.44,
  "wl_per_cell_um": 13.1,
  "wl_um": 5040,
  "grt_pass1_wl_um": 8600,
  "hold_buffers": 0,
  "simple_gate_share_pct": 5.36,
  "grt_start_max_net_pins": 37,
  "rsz0062_at_grt": "false",
  "io_buffers": 128,
  "worstPathArrival_ns": 1.86,
  "path_depth": 4,
  "crit_chain": "clkdlybuf4s50_1 -> nand2b_4 -> nor2_4 -> clkdlybuf4s50_1",
  "cts_tree": "built",
  "lay_top_cells": "clkdlybuf4s50_1, dfrtp_1, mux2_2",
  "p_switching_uw": 379,
  "viasPerCell": 4.37,
  "chipWidth_um": 91.1,
  "openroad.warnings": 25,
  "post_cts_buffers": 0,
  "antenna_left": 0,
  "stdcell_area_um2": 3940,
  "clkPwrFrac_pct": 35.4,
  "vias": 1684,
  "avgSynthCellArea_um2": 16.5,
  "io_pins": 129,
  "cp_top_family": "buffers and inverters",
  "ys_types": 22,
  "dieArea_um2": 8300,
  "slowest_stage": "clkdlybuf4s50_1",
  "clockBufferDepth": 2,
  "synthArstFlopShare_pct": 100,
  "slew_viol_final": 0,
  "worst_pin_slew_ns": 0.630,
  "cts_buffers": 9,
  "cts_max_level": 3,
  "antenna_found_initial": 0,
  "overflow": 0,
  "min_period_over_period_pct": 84.2,
  "fp_util_pct": 31.0,
  "maxSlewHeadroom_pct": 58.0,
  "synthFlopType": "dfrtp_1",
  "synthCells": 144,
  "fill_cells": 684,
  "cp.required_ns": 2.32,
  "fa_ha_area_share_pct": 0,
  "route.antenna.diode_count": 0,
  "synth_area_um2": 2380,
  "cts_root_buffer": "clkbuf_8",
  "ys_cells": 144,
  "drc": 0,
  "grt_usage_pct": 13.4,
  "path_common_cell": "clkdlybuf4s50_1",
  "vdd_drop_max_mv": 0.201,
  "ys.warnings.count": 4,
  "edf_count": 0,
  "drtIter0Drc": 25,
  "setup_tns_ns": 0,
  "p_int_mw": 1.44,
  "die_h_um": 91.1,
  "skew_ns": 0.00465,
  "top_cells_by_area": "dfrtp_1, mux2_2, dfstp_2",
  "p_leak_nw": 1.72,
  "worst-path-buf-inv": 2,
  "startpoint_type": "input port",
  "synth.logic.top_family": "multiplexers",
  "xor_area_share_pct": 0,
  "insertion_delay_ns": 0.33,
  "cp_max_fo": 7,
  "pwr_density_cell_nw_per_um2": 461,
  "clock_sinks": 61,
  "dr.pass1.iters": 4,
  "swShare_pct": 20.8,
  "rows": 32,
  "cts_resized": 0,
  "ys_ff": 61
}
==> flip-flops by register name, indices dropped and copies added (netlist names) <==
register                  flops
inst_addr_valid.dout         24
inst_state.dout               4
inst_apb_last_clock.dout      1
inst_prdata.dout             32
==> through the flow <==
stage,std cells,setup WS (ns),util [%],total power [mW],hold slack [ns]
6_report,385,0.458,51.3,1.82,0.262
5_1_grt,385,0.380,51.3,1.92,0.311
4_1_cts,385,0.438,51.3,1.86,0.279
3_5_place_dp,371,0.434,49.1,1.19,0.494
3_3_place_gp,371,0.459,49.1,1.19,0.487
2_1_floorplan,144,1.21,-,0.980,0.284
==> power by group through the flow <==
stage,registers (mW),logic [mW],clock network [mW]
6_report,0.918,0.255,0.644
5_1_grt,0.925,0.277,0.718
4_1_cts,0.919,0.261,0.678
==> synthesized netlist by cell type (2+ instances only) <==
| cell | n |
|---|---|
| nand2_1 | 2 |
| buf_6 | 2 |
| a21oi_1 | 2 |
| nand3b_1 | 2 |
| dfrtp_1 | 60 |
| buf_2 | 4 |
| mux2_2 | 56 |
| inv_1 | 2 |
==> area by class of cell <==
| type | count | area [um2] | area share, % |
|---|---|---|---|
| multi-input combinational | 75 | 803 | 20.4 |
| tap | 102 | 128 | 3.24 |
| sequential | 61 | 1530 | 38.7 |
| clock buffer | 12 | 155 | 3.94 |
| timing repair buffer | 131 | 1310 | 33.3 |
| clock inverter | 2 | 10.0 | 0.254 |
| inverter | 2 | 7.51 | 0.190 |
==> worst reg2reg max path: cells and delay by family (launching register included) <==
kind	cells	cell delay, ns
buffers and inverters	1	0.31
AND/OR/NAND/NOR	2	0.25
multiplexers	1	0.39
flip-flops	1	0.57
==> final timing paths <==
path | start | end | slack (ns)
worst max register to register | inst_state.dout[0] | inst_addr_valid.dout[19] | 1.28
worst min register to register | inst_state.dout[2] | inst_state.dout[0] | 0.50
worst min-delay path | rst_n | inst_prdata.dout[21] | 0.26
worst max-delay path | pclk | read_valid | 0.46
min in group clk0 | inst_state.dout[2] | inst_state.dout[0] | 0.50
max in group asynchronous | rst_n | inst_state.dout[0] | 1.96
==> layer usage <==
layer  vias up  track usage (%)  share of wire [%]
met5         -                0                  0
met1       822             19.0                 42
met4         0             2.25                2.1
met2        67             21.0                 46
met3        10             4.42                9.1
li1        785                -                  -
==> kinds of logic after synthesis <==
logic type             count (synthesis)
and+or+nand+nor                       13
DFF                                   61
muxes                                 56
AOI/OAI and AO/OA                      6
buffers and inverters                  8
No activity file was given, so power comes from the tool's default toggle rates.
